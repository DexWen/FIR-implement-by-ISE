$ cat /design/flow/run.sh
#!/bin/bash
# OpenROAD 26Q1-2900-gdf79404cd8, Yosys 0.63+post, stock flow scripts
make -C /OpenROAD-flow-scripts/flow DESIGN_CONFIG=/design/flow/config.mk WORK_HOME=/design/flow/orfs finish
$ cat /design/flow/config.mk
export PLATFORM = sky130hd
export DESIGN_NAME = fix_mult
export DESIGN_NICKNAME = fix_mult
export VERILOG_FILES = /design/flow/design.v
export SDC_FILE = /design/flow/constraint.sdc
export NUM_CORES = 4
export LEC_CHECK = 1
export CORE_UTILIZATION = 30
$ cat /design/flow/constraint.sdc
current_design fix_mult

set clk_period 11.6
set clk_io_pct 0.2

create_clock -name clk0 -period $clk_period [get_ports {clk}]

set non_clock_inputs [all_inputs -no_clocks]
set_input_delay [expr $clk_period * $clk_io_pct] -clock clk0 $non_clock_inputs
set_output_delay [expr $clk_period * $clk_io_pct] -clock clk0 [all_outputs]
$ cat /design/flow/design.v
`timescale 1ms / 1us
module fix_mult ( clk,rst_n,in_a,in_b,y_out );  
  input clk,rst_n;
  input [15:0]   in_a,in_b;  
  output[31:0]   y_out;      
  reg[31:0]   y_out;          
  reg[15:0]   x1,x2,x3,x4;    
  reg         x5;             
  reg[29:0]   x6;             
  reg[31:0]   x7;             
 always@ (negedge clk )
	 begin
		if(!rst_n )               
			begin
			x1<=16'b0;
			x2<=16'b0;
			x3<=16'b0;
			x4<=16'b0;
			x5<=1'b0;
			x6<=30'b0;
			x7<=32'b0;
			y_out<=32'b0;
			end
		else
			 begin
			 x1<=in_a;              
			 x2<=in_b;
			 x3<=(x1[15]==0)?x1:{x1[15],~x1[14:0]+1'b1};      
			 x4<=(x2[15]==0)?x2:{x2[15],~x2[14:0]+1'b1};      
			 x5<=x3[15]^x4[15];                               
			 x6<=x3[14:0]*x4[14:0];                           
			 x7<={x5,x6,1'b0};                                
			 y_out<=(x7[31]==0)?x7:{x7[31],~x7[30:0]+1'b1};   
			 end
	 end
endmodule
==> qor.yml <==
critical_path:
  crit_path_max_fanout: 1
  path_buffers: 1
  worstSetupEndpointType: "output pin"
  crit_chain: "clkdlybuf4s50_1"
  max_stage_delay_ps: 460
  critical_path.startpoint: "y_out[12]"
  path_class: "reg -> out"
  r2r-end: "x6[29]"
  worstPathArrival_ps: 7030
  r2r_slack_ps: 5380
  critical-path-top-delay-family: "buffers and inverters"
  critPathRequiredTime_ps: 9280
  r2r_start: "x3[0]"
  reg2reg_depth: 17
  worstSetupStartpointType: "flop"
  cpMaxStageDelayCell: "clkdlybuf4s50_1"
cts:
  cts_max_level: 4
  clk_latency_ps: 460
  cts_made_buffers: 17
  cts_tree: "done"
  cts_setup_buffers: 0
  cts_resized: 0
  clk_pin_slew_ps: 40
  clock_path_buffers: 2
  cts_sinks: 157
  holdBufCountCts: 0
  cts_root_buf: "clkbuf_16"
synth:
  yosysTopAreaCellShare_pct: 26.4
  ys_cells: 1384
  top_area_cell: "fa_1"
  yosys.stat.chipArea_sq_um: 12700
  synthCells: 1384
  synth_top_cell_by_count: "inv_1"
  synth_cell_type_count: 50
  postSynthAreaPerCell_sq_um: 9.16
  ff_type: "dfxtp_1"
  ys.flops: 157
  synthTopCellsByCount: "200 x inv_1, 199 x and2_1, 167 x fa_1"
  synth.yosys.seq_area_share_pct: 24.8
  synth_area_sq_um: 12700
  topCellsByArea: "fa_1 26%, dfxtp_1 25%, and2_1 9.8%"
  synth-edff-count: 0
  ys_async_sr_fraction_pct: 0
  yosys_warnings: 1
power:
  irDropWorstVdd_mv: 0.0871
  total_leakage_power_nw: 7.60
  power.total_mw: 1.80
  p_per_area_nw_per_um2: 121
worst_hold_path:
  holdPathStages: 1
  holdCritStartpoint: "x6[2]"
  whs_endpoint: "x7[3]"
  hp-class: "reg -> reg"
timing:
  finalWorstSetupSlack_ps: 2250
  worst_pin_slew_ps: 794
  hold_violations: 0
  setup_viol: 0
  grt_setup_unrepaired: "no"
  drv_slew: 0
  tns_ps: 0
  skew_ps: 15.5
  timing.slew.headroom_pct: 46.6
detailed_routing:
  routedWlPerCell_microns: 11.5
  drc_errors: 0
  antennaDiodeCount: 0
  drt-pass1-iter-count: 4
  vias_per_cell: 4.39
  routed_wl_microns: 24300
  dr_total_vias: 9264
  first_iter_violations: 356
  ant_nets: 0
job:
  warnings: 182
  cap_violations: 0
die:
  die_y_microns: 208
  fp.dieW_microns: 208
  core_area_sq_um: 41300
  row_count: 74
  pin_count: 66
  initial_core_util_pct: 30.7
  die_area_sq_um: 43100
placed_design:
  io_buffers: 64
  gp_congestion: 0.829
  post-dp-hpwl_microns: 18800
  dp.cells: 1924
  dp_slack_ps: 2150
global_routing:
  grt.overflow.total: 0
  track_usage_pct: 12.1
  grt_start_max_net_pins: 83
  grt_pass1_wl_microns: 41600
  antenna_found_initial: 0
  grt_pass1_vias: 9286
layout:
  num-fill-cells: 4139
  fin_cells: 2112
  layout-drive-gt1-share_pct: 3.04
  area_delta_synth_final_pct: 17.9
status:
  status: "finished, final reports clean"
==> sequential cells by signal, summed over array words and instances, names as in the netlist <==
signal	cells
x4	16
x3	16
x7	31
y_out	31
x6	30
x5	1
x2	16
x1	16
==> placed cells by master (no fill, tap or decap), types with 7 or more instances in the layout <==
cell type,count
mux2i_1,8
xnor2_1,34
clkdlybuf4s50_1,63
a21oi_1,33
inv_1,357
dfxtp_1,157
clkbuf_16,17
nor3_1,9
o21ai_0,21
and2_1,199
ha_1,97
fa_1,167
a31oi_1,7
nand2_1,144
o31ai_1,7
o21ai_1,21
xor2_1,40
nor2_1,90
or3_1,14
==> area by class of cell <==
type / instances / area [sq um] / area share [%]
Clock buffer: 17 / 425 / 2.85
Clock inverter: 172 / 748 / 5.01
Inverter: 205 / 769 / 5.15
Multi-Input combinational cell: 962 / 8540 / 57.1
Sequential cell: 157 / 3140 / 21.0
Tap cell: 532 / 666 / 4.45
Timing Repair Buffer: 67 / 658 / 4.40
==> power by group <==
group	switching [mW]	internal, mW
combinational	0.216	0.188
clock	0.372	0.376
sequential	0.0604	0.592
==> metal layers <==
layer	part of all wire [%]	global-route usage, %	wire length (microns)	vias up
li1	-	-	-	4611
met1	47	16.7	11300	4422
met5	0	0	0	-
met2	47	17.9	11400	206
met4	1.3	3.09	313	0
met3	5.2	4.89	1280	25
==> how the worst max path moves through the flow <==
stage | depth (start not counted) | slack [ps] | end
4_1_cts | 1 | 2220 | y_out[15]
5_1_grt | 1 | 2180 | y_out[5]
6_report | 1 | 2250 | y_out[12]
==> per-stage QoR <==
stage,util [%],hold slack (ps),area [sq um]
after detailed placement,33.4,417,13800
after floorplan,-,412,12700
after global placement,33.4,415,13800
after global routing,36.2,427,14900
after CTS,36.2,422,14900
final,36.2,419,14900
==> cell families (layout without fill, tap and decap cells) <==
group	Yosys count	after routing	share of synthesized area, %
other cells	1	1	0.0296
buf+inv	265	461	7.89
compound gates	117	117	5.51
flops	157	157	24.8
fa+ha+maj	264	264	35.9
mux	8	8	0.632
xor+xnor	74	74	5.11
simple gates	498	498	20.1
Power figures rest on the tool's default switching activity, not on a simulated workload.
